$ cat flow/run.sh
#!/bin/bash
# OpenROAD 26Q1-2900-gdf79404cd8, Yosys 0.63+post, stock flow scripts
make -C /OpenROAD-flow-scripts/flow DESIGN_CONFIG=/design/flow/config.mk WORK_HOME=/design/flow/orfs finish
$ cat flow/design.v
module Fp_clasifier
(input [15:0] float , 
output snan , qnan , inf , zero , subnormal , normal );
wire expOnes , expZeroes , sigZeroes ; 
assign expOnes = &float[14:10];
assign expZeroes = ~|float[14:10];
assign sigZeroes = ~|float[9:0];
assign snan = expOnes & ~sigZeroes & ~float[9];
assign qnan = expOnes & float[9];
assign inf  = expOnes & sigZeroes;
assign zero = expZeroes & sigZeroes;
assign subnormal = expZeroes & ~sigZeroes;
assign normal = ~expOnes &  ~expZeroes;
endmodule
module FP_mul(output wire [15:0] producto, input [15:0] na, nb, output reg snan, qnan, inf, zero, subnormal, normal);
    wire Asnan, Aqnan, Ainf, Azero, Asubnormal, Anormal;
    wire Bsnan, Bqnan, Binf, Bzero, Bsubnormal, Bnormal;
    reg [15:0] productoTemp, product;
    reg [15:0] Signo;
    Fp_clasifier A(na, Asnan, Aqnan, Ainf, Azero, Asubnormal, Anormal);
    Fp_clasifier B(nb, Bsnan, Bqnan, Binf, Bzero, Bsubnormal, Bnormal);
    reg [21:0] partialResult; 
    reg [4:0] expa;
    reg [4:0] expb;
    parameter bias = 15; 
    reg [5:0] exponent;
    always @(*) begin
        {snan, qnan, inf, zero, subnormal, normal} = 6'b0;
        Signo = na[15] ^ nb[15];
        if (Asnan | Bsnan) begin
            productoTemp = Asnan ? na : nb;
            snan = 1;
        end else if (Aqnan | Bqnan) begin
            productoTemp = Aqnan ? na : nb;
            qnan = 1;
        end else if (Ainf | Binf) begin
            if (Azero | Bzero) begin
                productoTemp = {Signo, {5{1'b1}}, 1'b1, 9'b1};
                qnan = 1;
            end else begin
                productoTemp = {Signo, {5{1'b1}}, 10'b0};
                inf = 1;
            end
        end else if (Azero | Bzero || (Asubnormal & Bsubnormal)) begin
            productoTemp = {Signo, 15'b0};
            zero = 1;
        end else begin
            expa = na[14:10] - bias;
            expb = nb[14:10] - bias;
            exponent = expa + expb + bias;  
            partialResult = {1'b1, na[9:0]} * {1'b1, nb[9:0]};
            if (partialResult[21]) begin
                partialResult = partialResult >> 1
                ;
                exponent = exponent + 1;
            end
            if (exponent > 30) begin  
                productoTemp = {Signo, 5'b11111, 10'b0};
                inf = 1;
            end else if (exponent < 1) begin  
                productoTemp = {Signo, 15'b0};
                zero = 1;
            end else begin
                productoTemp = {Signo, exponent[4:0], partialResult[19:10]};  
                normal = 1; 
            end
        end
    end
    assign producto = productoTemp;  
endmodule
$ cat flow/config.mk
export PLATFORM = sky130hd
export DESIGN_NAME = FP_mul
export DESIGN_NICKNAME = FP_mul
export VERILOG_FILES = /design/flow/design.v
export SDC_FILE = /design/flow/constraint.sdc
export NUM_CORES = 4
export LEC_CHECK = 1
export CORE_UTILIZATION = 40
$ cat flow/constraint.sdc
current_design FP_mul

set clk_period 21.6
set clk_io_pct 0.2

create_clock -name clk0 -period $clk_period

set non_clock_inputs [all_inputs -no_clocks]
set_input_delay [expr $clk_period * $clk_io_pct] -clock clk0 $non_clock_inputs
set_output_delay [expr $clk_period * $clk_io_pct] -clock clk0 [all_outputs]
==> flow_results.xml <==
<?xml version="1.0" encoding="UTF-8"?>
<metrics>
  <group name="critical_path">
    <metric name="startpoint_type" unit="">primary input</metric>
    <metric name="crit_end_element" unit="">primary output</metric>
    <metric name="cp_max_fo" unit="">19</metric>
    <metric name="startpoint" unit="">nb[9]</metric>
    <metric name="worst_ep_arrival_time" unit="ns">11.83</metric>
    <metric name="worst-setup-path-type" unit="">primary input to primary output</metric>
    <metric name="worst_ep_required_time" unit="ns">17.28</metric>
  </group>
  <group name="synth">
    <metric name="ys_cells" unit="">673</metric>
    <metric name="synth_top_area_share" unit="">0.302</metric>
    <metric name="syn-instance-count" unit="">673</metric>
    <metric name="syn_avg_cell_area" unit="µm²">7.88</metric>
    <metric name="yosys.stat.seqShare" unit="">0</metric>
    <metric name="yosysTopAreaCell" unit="">sky130_fd_sc_hd__fa_1</metric>
    <metric name="synth.lib_cells_used.distinct" unit="">59</metric>
    <metric name="synth.area.top_cells" unit="">sky130_fd_sc_hd__fa_1, sky130_fd_sc_hd__ha_1, sky130_fd_sc_hd__inv_1</metric>
    <metric name="syn_area" unit="µm²">5300</metric>
    <metric name="synth.yosys.warnings" unit="">1</metric>
    <metric name="synth_chip_area" unit="µm²">5300</metric>
  </group>
  <group name="worst_hold_path">
    <metric name="hold_path_startpoint" unit="">na[14]</metric>
    <metric name="worstHoldPathType" unit="">primary input to primary output</metric>
    <metric name="worst_hold_path_stage_count" unit="">4</metric>
  </group>
  <group name="placed_design">
    <metric name="port_buffers" unit="">53</metric>
    <metric name="finalWeightedCongestion" unit="">0.862</metric>
    <metric name="hpwl" unit="µm">11100</metric>
    <metric name="placed_instance_count" unit="">867</metric>
  </group>
  <group name="sta">
    <metric name="max_slew.worst_pin.slew" unit="ns">0.804</metric>
    <metric name="maxSlewViolCount" unit="">0</metric>
    <metric name="finalSetupViolCount" unit="">0</metric>
    <metric name="fin_tns_setup" unit="ns">0</metric>
    <metric name="min_period" unit="ns">16.15</metric>
    <metric name="grt_setup_unrepaired" unit="">no</metric>
    <metric name="max-slew-margin-rel" unit="">0.460</metric>
    <metric name="max_freq" unit="GHz">0.0619</metric>
    <metric name="final_hold_viol_count" unit="">0</metric>
    <metric name="post-route-period-util" unit="">0.748</metric>
  </group>
  <group name="cells_and_area">
    <metric name="final_layout_size_suffix_gt1_frac" unit="">0.0201</metric>
    <metric name="seq_area" unit="µm²">0</metric>
    <metric name="finish.cell_count_without_fillers" unit="">867</metric>
    <metric name="area_delta_synth_final" unit="%">11.6</metric>
    <metric name="lay_top_count" unit="">sky130_fd_sc_hd__inv_1</metric>
    <metric name="total_of_fill_cells_in_the_finished_design" unit="">1259</metric>
    <metric name="layout.cells.most_common_list" unit="">sky130_fd_sc_hd__inv_1, sky130_fd_sc_hd__fa_1, sky130_fd_sc_hd__nand2_1</metric>
    <metric name="clkbuf_count" unit="">0</metric>
    <metric name="n_sequential_cell" unit="">0</metric>
  </group>
  <group name="floorplanning">
    <metric name="initial_utilization" unit="">0.415</metric>
    <metric name="fp-row-count" unit="">41</metric>
    <metric name="die-area" unit="µm²">13700</metric>
    <metric name="die_boundary_width" unit="µm">117</metric>
    <metric name="design.portCount" unit="">54</metric>
    <metric name="die_h" unit="µm">117</metric>
    <metric name="coreArea" unit="µm²">12800</metric>
  </group>
  <group name="drt">
    <metric name="drc" unit="">0</metric>
    <metric name="ant_nets" unit="">0</metric>
    <metric name="num_antenna_cells" unit="">0</metric>
    <metric name="postRouteWirelength" unit="µm">13400</metric>
    <metric name="avgRoutedWirePerCell" unit="µm">15.5</metric>
    <metric name="route.vias.total" unit="">4577</metric>
    <metric name="vias_per_cell" unit="">5.28</metric>
    <metric name="drt_first_iter_violations" unit="">208</metric>
    <metric name="drt_first_pass_iters" unit="">4</metric>
  </group>
  <group name="clocking">
    <metric name="cts_post_setup_buffers_inserted" unit="">0</metric>
    <metric name="cts_hold_buffers" unit="">0</metric>
    <metric name="number_of_gates_resized_after_cts" unit="">0</metric>
  </group>
  <group name="flow_run">
    <metric name="max_cap_violations" unit="">0</metric>
    <metric name="openroad.warnings" unit="">35</metric>
  </group>
  <group name="global_routing">
    <metric name="grt_first_pass_wirelength" unit="µm">23300</metric>
    <metric name="initial_antenna_violation_count" unit="">0</metric>
    <metric name="grt_usage" unit="">0.227</metric>
    <metric name="grt_start_max_net_pins" unit="">20</metric>
    <metric name="leftover_overflow_at_the_end_of_global_routing" unit="">0</metric>
    <metric name="first_global_vias" unit="">4592</metric>
  </group>
  <group name="power">
    <metric name="power_density" unit="nW/µm²">121</metric>
    <metric name="leakage_power" unit="µW">0.00297</metric>
    <metric name="max-vdd-ir-drop" unit="mV">0.127</metric>
  </group>
  <group name="status">
    <metric name="run_status" unit="">completed</metric>
  </group>
</metrics>
power breakdown:
group / internal (µW) / switching [µW]
combinational: 332 / 384
sequential: 0 / 0
clock: 0 / 0
total: 332 / 384
stage by stage:
stage	cell area (µm²)	total power [µW]	utilization	hold WS, ns	setup WS [ns]
after floorplan	5300	523	-	8.70	7.23
after global placement	5920	711	0.463	9.65	5.57
after detailed placement	5920	712	0.463	9.62	5.45
after CTS	5920	720	0.463	9.63	5.43
after global routing	5920	819	0.463	9.67	5.06
final	5920	716	0.463	9.62	5.45
metal layers:
layer  part of all wire  vias to the layer above  track usage
li1                   -                     2228            -
met1               0.47                     2223        0.341
met2               0.46                      122        0.365
met3              0.060                        4       0.0440
met4             0.0054                        0       0.0118
met5                  0                        -            0
path summary, 6_finish.rpt:
| kind | endpoint | slack [ns] |
|---|---|---|
| setup / recovery | producto[7] | 5.45 |
| hold / removal | producto[14] | 9.62 |
critical path, stage by stage:
cell,delay (ns)
sky130_fd_sc_hd__clkdlybuf4s50_1,0.69
sky130_fd_sc_hd__inv_1,0.27
sky130_fd_sc_hd__nor2_1,0.09
sky130_fd_sc_hd__fa_1,0.50
sky130_fd_sc_hd__inv_1,0.06
sky130_fd_sc_hd__fa_1,0.53
sky130_fd_sc_hd__inv_1,0.06
sky130_fd_sc_hd__fa_1,0.52
sky130_fd_sc_hd__fa_1,0.57
sky130_fd_sc_hd__inv_1,0.06
sky130_fd_sc_hd__fa_1,0.53
sky130_fd_sc_hd__inv_1,0.04
sky130_fd_sc_hd__ha_1,0.35
sky130_fd_sc_hd__a21o_1,0.20
sky130_fd_sc_hd__a21o_1,0.20
sky130_fd_sc_hd__o21a_1,0.21
sky130_fd_sc_hd__a211o_4,0.37
sky130_fd_sc_hd__xnor2_4,0.49
sky130_fd_sc_hd__or4_1,0.25
sky130_fd_sc_hd__a22oi_2,0.11
sky130_fd_sc_hd__or3_1,0.51
sky130_fd_sc_hd__o41ai_4,0.38
sky130_fd_sc_hd__clkdlybuf4s50_1,0.51
cells by family after synthesis:
group | after synthesis | share of synthesized area
AND-OR/OR-AND | 110 | 0.154
XOR/XNOR | 23 | 0.0415
adder cells (fa/ha/maj) | 152 | 0.472
buffers and inverters | 171 | 0.126
multiplexers | 6 | 0.0113
other | 1 | 0.000707
AND/OR/NAND/NOR | 210 | 0.195
cell usage after synthesis (all sizes together), types with 3 or more instances:
cell type  number
a211o           3
a211oi          3
a21boi          4
a21o           11
a21oi          20
a221o           3
a22o            5
a22oi          11
and2           38
and3            9
buf             7
clkbuf         27
fa             80
ha             72
inv           137
mux2i           6
nand2          74
nand3           6
nand4           5
nor2           34
nor2b           3
nor3           17
nor3b           3
nor4            4
o2111ai         3
o211ai          6
o21a            4
o21ai          17
o21bai          3
o221ai          3
o31ai           3
or3             6
xnor2          16
xor2            7
layout make-up:
class / instances / area (µm²) / share of cell area
inverters: 137 / 514 / 0.0869
multi-input cells: 502 / 4640 / 0.783
well taps: 172 / 215 / 0.0364
repair buffers: 56 / 553 / 0.0934
Power figures rest on the tool's default switching activity, not on a simulated workload.
