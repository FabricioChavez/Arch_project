$ cat config.mk
export PLATFORM = sky130hd
export DESIGN_NAME = Seven_segment
export DESIGN_NICKNAME = Seven_segment
export VERILOG_FILES = /design/flow/design.v
export SDC_FILE = /design/flow/constraint.sdc
export NUM_CORES = 4
export LEC_CHECK = 1
export CORE_AREA = 10 10 98 98
export DIE_AREA = 0 0 108 108
$ cat constraint.sdc
current_design Seven_segment

set clk_period 2.9
set clk_io_pct 0.2

create_clock -name clk0 -period $clk_period [get_ports {clk}]

set non_clock_inputs [all_inputs -no_clocks]
set_input_delay [expr $clk_period * $clk_io_pct] -clock clk0 $non_clock_inputs
set_output_delay [expr $clk_period * $clk_io_pct] -clock clk0 [all_outputs]
$ cat design.v
module Seven_segment(input [15:0] producto , input clk , rst  , output reg [6:0] LED_out , output reg d0 , d1 , d2 ,d3);
reg [1:0] state , next_state;
parameter s3 = 2'b11, s2 = 2'b10, s1 = 2'b01, s0 = 2'b00;
always @ (*) begin
case(state)
  s0: next_state = s1;
  s1: next_state = s2;
  s2: next_state = s3;
  s3: next_state = s0;
endcase
end
always @(posedge clk , posedge rst )
begin
  if (rst) 
     state <= s0;
 else 
    state <= next_state;
end
always @(*) begin
    case(state)
    s0: begin
        d0=1; d1 =0 ; d2=0 ; d3 =0;
        case(producto[3:0])
        4'b0000: LED_out = 7'b0000001;  
        4'b0001: LED_out = 7'b1001111;  
        4'b0010: LED_out = 7'b0010010;  
        4'b0011: LED_out = 7'b0000110;  
        4'b0100: LED_out = 7'b1001100;  
        4'b0101: LED_out = 7'b0100100;  
        4'b0110: LED_out = 7'b0100000;  
        4'b0111: LED_out = 7'b0001111;  
        4'b1000: LED_out = 7'b0000000;  
        4'b1001: LED_out = 7'b0000100;  
        4'b1010: LED_out = 7'b0001000;  
        4'b1011: LED_out = 7'b0000000;  
        4'b1100: LED_out = 7'b0110001;  
        4'b1101: LED_out = 7'b0000001;  
        4'b1110: LED_out = 7'b0110000;  
        4'b1111: LED_out = 7'b0111000;  
        endcase
    end
    s1:begin
         d0=0; d1 =1 ; d2=0 ; d3 =0;
        case(producto[7:4])
        4'b0000: LED_out = 7'b0000001;  
        4'b0001: LED_out = 7'b1001111;  
        4'b0010: LED_out = 7'b0010010;  
        4'b0011: LED_out = 7'b0000110;  
        4'b0100: LED_out = 7'b1001100;  
        4'b0101: LED_out = 7'b0100100;  
        4'b0110: LED_out = 7'b0100000;  
        4'b0111: LED_out = 7'b0001111;  
        4'b1000: LED_out = 7'b0000000;  
        4'b1001: LED_out = 7'b0000100;  
        4'b1010: LED_out = 7'b0001000;  
        4'b1011: LED_out = 7'b0000000;  
        4'b1100: LED_out = 7'b0110001;  
        4'b1101: LED_out = 7'b0000001;  
        4'b1110: LED_out = 7'b0110000;  
        4'b1111: LED_out = 7'b0111000;  
        endcase
     end   
    s2:begin
        d0=0; d1 =0 ; d2=1 ; d3 =0;
        case(producto[11:8])
        4'b0000: LED_out = 7'b0000001;  
        4'b0001: LED_out = 7'b1001111;  
        4'b0010: LED_out = 7'b0010010;  
        4'b0011: LED_out = 7'b0000110;  
        4'b0100: LED_out = 7'b1001100;  
        4'b0101: LED_out = 7'b0100100;  
        4'b0110: LED_out = 7'b0100000;  
        4'b0111: LED_out = 7'b0001111;  
        4'b1000: LED_out = 7'b0000000;  
        4'b1001: LED_out = 7'b0000100;  
        4'b1010: LED_out = 7'b0001000;  
        4'b1011: LED_out = 7'b0000000;  
        4'b1100: LED_out = 7'b0110001;  
        4'b1101: LED_out = 7'b0000001;  
        4'b1110: LED_out = 7'b0110000;  
        4'b1111: LED_out = 7'b0111000;  
        endcase
        end
    s3:begin
         d0=0; d1 =0 ; d2=0 ; d3 =1;
        case(producto[15:12])
        4'b0000: LED_out = 7'b0000001;  
        4'b0001: LED_out = 7'b1001111;  
        4'b0010: LED_out = 7'b0010010;  
        4'b0011: LED_out = 7'b0000110;  
        4'b0100: LED_out = 7'b1001100;  
        4'b0101: LED_out = 7'b0100100;  
        4'b0110: LED_out = 7'b0100000;  
        4'b0111: LED_out = 7'b0001111;  
        4'b1000: LED_out = 7'b0000000;  
        4'b1001: LED_out = 7'b0000100;  
        4'b1010: LED_out = 7'b0001000;  
        4'b1011: LED_out = 7'b0000000;  
        4'b1100: LED_out = 7'b0110001;  
        4'b1101: LED_out = 7'b0000001;  
        4'b1110: LED_out = 7'b0110000;  
        4'b1111: LED_out = 7'b0111000;  
        endcase
    end
    endcase
end
endmodule
$ cat run.sh
#!/bin/bash
# OpenROAD 26Q1-2900-gdf79404cd8, Yosys 0.63+post, stock flow scripts
make -C /OpenROAD-flow-scripts/flow DESIGN_CONFIG=/design/flow/config.mk WORK_HOME=/design/flow/orfs finish
==> metrics.json <==
{
  "result_of_the_run": "finished, final reports clean",
  "synth_cells": 145,
  "clock_tree.root_cell": "sky130_fd_sc_hd__clkbuf_8",
  "worstSetupPathType": "in -> out",
  "crit_path_max_fanout": 3,
  "place_inst": 296,
  "cts_hold_buffers": 0,
  "cell_type_with_the_largest_total_area_after_synthesis": "sky130_fd_sc_hd__ha_1",
  "report.final.slew_viol_count": 0,
  "clock_tree.buffer_depth": 2,
  "grt_overflow": 0,
  "placement_rows": 32,
  "slew_headroom_pct": 75.8,
  "worst-slew-pin-transition_ps": 363,
  "first_pass_iters": 4,
  "buffer_ports.inserted": 28,
  "crit_required_ps": 2320,
  "finalHoldViolations": 0,
  "fin_crit_ps": 2810,
  "power.density_nw_per_um2": 195,
  "min-delay-path-class": "reg -> reg",
  "filler_cell_count": 806,
  "power_leakage_uw": 0.000879,
  "reg_top3": "state: 4 flops",
  "floorplan.initialDensity_pct": 15.3,
  "synth.yosys.chip_area_um2": 1170,
  "synth_stat.cells": 145,
  "netlist_area_um2": 1170,
  "cts_max_level": 1,
  "numClockSinks": 4,
  "area_leaders": "sky130_fd_sc_hd__ha_1 (28%), sky130_fd_sc_hd__mux4_2 (7.7%), sky130_fd_sc_hd__dfrtp_1 (6.4%)",
  "route.detailed.vias_per_inst": 3.91,
  "number_of_flip_flops_under_the_largest_register_name": 4,
  "ys_types": 36,
  "cts_buffers": 3,
  "vias": 1180,
  "report.final.setup_viol": 0,
  "grt_max_degree": 13,
  "ys_seq_elements": 4,
  "vdd_ir_drop_max_v": 0.000121,
  "synth_warnings": 1,
  "globalRouteTotalUtil_pct": 5.63,
  "synth-main-ff-cell": "sky130_fd_sc_hd__dfrtp_1",
  "die_height_um": 108,
  "ys_async_sr_fraction_pct": 100,
  "core_area_um2": 7650,
  "path_clk_slew_ps": 30,
  "die.size.x_um": 108,
  "ios": 29,
  "synth-edff-count": 0,
  "wl_per_cell_um": 10.9,
  "finalWirelength_um": 3300,
  "insertion_delay_ps": 220,
  "dp.final_hpwl_um": 2800,
  "first_pass_grt_wire_length_um": 5490,
  "synthTopCellsByCount": "sky130_fd_sc_hd__ha_1 (26), sky130_fd_sc_hd__nand2_1 (14), sky130_fd_sc_hd__inv_1 (13), sky130_fd_sc_hd__o21ai_0 (13), sky130_fd_sc_hd__nor2_1 (8)",
  "rsz0062_at_grt": "no",
  "final.period_utilization_pct": 96.8,
  "max_stage_delay_ps": 530,
  "achievable-frequency_mhz": 356,
  "worst-endpoint-arrival_ps": 2230,
  "synth.yosys.seq_area_share_pct": 8.67,
  "top_reg_by_flops": "state",
  "yosysMostFrequentCell": "sky130_fd_sc_hd__ha_1",
  "crit_chain": "dlygate4sd2_1, buf_4, ha_2, mux2i_1, nor3b_1, or4_1, dlygate4sd2_1",
  "skew_ps": 3.35,
  "drtAntennaViolNets": 0,
  "worst_setup_path_end_kind": "output port",
  "cts_tree": "done",
  "final_layout_size_suffix_gt1_share_pct": 31.0,
  "final_cells": 302,
  "setup_tns_ps": 0,
  "chipArea_um2": 11700,
  "slowest_stage": "sky130_fd_sc_hd__or4_1",
  "areaGrowthSynthToFinish_pct": 59.2,
  "cap_violations": 0,
  "initial_detailed_routing_violation_count": 33,
  "most_prevalent_standard_cell_on_the_critical_path": "sky130_fd_sc_hd__dlygate4sd2_1",
  "post-route-drc-count": 0,
  "gp_congestion": 0.883,
  "initial_antenna_violation_count": 0,
  "number_of_global_route_vias_before_repair": 1160,
  "critical_path.startpoint_type": "primary input",
  "synth.avg_cell_area_um2": 8.06,
  "yosys.area.top_type_share_pct": 27.8,
  "detail_route.antenna_diodes": 0,
  "log.warning_count": 47
}
-- layer usage --
| metal | vias to the layer above | part of all wire (%) | global-route usage [%] |
|---|---|---|---|
| met2 | 27 | 43 | 8.45 |
| met5 | - | 0 | 0 |
| met1 | 524 | 49 | 8.11 |
| met4 | 0 | 0.70 | 0.668 |
| li1 | 625 | - | - |
| met3 | 4 | 6.9 | 1.51 |
-- final cells by class --
type / instances / area, µm² / share of cell area, %
tap: 102 / 128 / 6.86
clock buffer: 4 / 45.0 / 2.42
timing repair buffer: 62 / 533 / 28.6
multi-input combinational: 116 / 1000 / 53.8
inverter: 14 / 52.6 / 2.82
sequential: 4 / 101 / 5.45
-- cell families after synthesis --
family                     Yosys count  synth area share [%]
xor gates and xnor gates             2                  1.50
muxes                               10                  12.8
and+or+nand+nor                     40                  17.9
adders and majority gates           26                  27.8
AOI/OAI and AO/OA                   38                  20.6
DFF                                  4                  8.67
buffers and inverters               25                  10.7
-- power breakdown --
| part | total, µW | leakage (µW) | internal, µW | switching, µW |
|---|---|---|---|---|
| Clock | 123 | 0.0000228 | 93.9 | 29.3 |
| Sequential | 56.2 | 0.0000522 | 56.2 | 0 |
| Combinational | 183 | 0.000804 | 103 | 80.8 |
-- final timing paths --
path	start	endpoint	slack, ps	depth (start not counted)
worst max-delay path	producto[8]	LED_out[6]	90	7
worst max register to register	state[3]	state[0]	2220	0
max in group asynchronous	rst	state[0]	2130	2
worst min-delay path	state[0]	state[2]	400	0
min in group asynchronous	rst	state[1]	540	2
worst min register to register	state[0]	state[2]	400	0
-- stage by stage --
stage          utilization, %  area (µm²)  worst slack (ps)  hold slack [ps]  power, µW
3_5_place_dp             22.8        1740              -360              399        235
4_1_cts                  24.1        1850              25.8              404        368
3_3_place_gp             22.8        1740              -368              398        234
5_1_grt                  24.3        1860              7.14              408        398
6_report                 24.3        1860              93.0              403        363
2_1_floorplan               -        1170               700              345        141
-- critical path, delay by kind of cell --
family	cells	cell delay, ps
fa+ha+maj	1	190
buf+inv	3	670
simple gates	2	610
mux	1	170
-- repair_timing --
| item | CTS | global route |
|---|---|---|
| pin swaps | 8 | 3 |
| endpoints found under the hold margin | 0 | 0 |
| gates cloned | 0 | 0 |
| resized | 33 | 5 |
| setup endpoints to repair | 7 | 4 |
| buffers inserted | 2 | 0 |
-- cell usage in the layout (no fill, tap or decap), types with 4 or more instances in the layout --
cell type                         count
sky130_fd_sc_hd__o21ai_0             12
sky130_fd_sc_hd__inv_2                9
sky130_fd_sc_hd__dlygate4sd2_1       15
sky130_fd_sc_hd__clkdlybuf4s50_1     11
sky130_fd_sc_hd__nand3b_1             4
sky130_fd_sc_hd__inv_1                5
sky130_fd_sc_hd__nand2_1             14
sky130_fd_sc_hd__nor2_1               8
sky130_fd_sc_hd__ha_1                20
sky130_fd_sc_hd__mux2i_1              6
sky130_fd_sc_hd__mux4_2               4
sky130_fd_sc_hd__o211ai_1             4
sky130_fd_sc_hd__buf_4               31
sky130_fd_sc_hd__a21oi_1              5
Power and IR drop assume default switching activity.
