## flow/design.v

```verilog
module shifter_basysFSM(
    input wire clk,            
    input wire rst,            
	input wire [7:0] a,			 
	input wire [ 4:0] shamt,		 
	input wire [ 1:0] shtype,		 
	output reg [7:0] y);			 
reg[7:0] reg_current, reg_next;
always @(posedge clk) begin
    if (rst) begin
        reg_current <= 8'b0;   
    end else begin
        reg_current <= reg_next;
    end
end
always @(*) begin
    reg_next = reg_current;
    case (shtype)
        2'b00: reg_next = a << shamt;	 
        2'b01: reg_next = a >> shamt;	 
        default: reg_next = a;
    endcase
end
assign y = reg_current;
endmodule
```

## flow/run.sh

```bash
#!/bin/bash
# OpenROAD 26Q1-2900-gdf79404cd8, Yosys 0.63+post, stock flow scripts
make -C /OpenROAD-flow-scripts/flow DESIGN_CONFIG=/design/flow/config.mk WORK_HOME=/design/flow/orfs finish
```

## flow/config.mk

```make
export PLATFORM = sky130hd
export DESIGN_NAME = shifter_basysFSM
export DESIGN_NICKNAME = shifter_basysFSM
export VERILOG_FILES = /design/flow/design.v
export SDC_FILE = /design/flow/constraint.sdc
export NUM_CORES = 4
export LEC_CHECK = 1
export CORE_AREA = 10 10 84 84
export DIE_AREA = 0 0 94 94
```

## flow/constraint.sdc

```tcl
current_design shifter_basysFSM

set clk_period 2.9
set clk_io_pct 0.2

create_clock -name clk0 -period $clk_period [get_ports {clk}]

set non_clock_inputs [all_inputs -no_clocks]
set_input_delay [expr $clk_period * $clk_io_pct] -clock clk0 $non_clock_inputs
set_output_delay [expr $clk_period * $clk_io_pct] -clock clk0 [all_outputs]
```

==> results_slide.txt <==
Physical Implementation Snapshot

Outcome
  • Status: finished clean

Final timing
  • Minimum period implied by the final worst setup slack: 2.37 ns
  • Final setup fails: 0
  • Rel. slew slack: 62.8%
  • Endpoints failing hold: 0
  • Max Clk Rate: 422 MHz
  • Fin. max-slew vios: 0
  • Worst-margin pin slew: 0.554 ns
  • WHS: 1.07 ns
  • Cycle use final: between 80% and 90%
  • Setup_tns: 0 ns
  • RSZ-0062 raised after global routing: false

Clocking
  • Setup bufs post-CTS: 0
  • CTS tree: built
  • Clock Path Buffers: 2
  • Clock root buffer: clkbuf_8
  • Count of cells resized by post-cts repair: 0
  • CTS buffer count: 3
  • Clock transition at path regs: 0.04 ns
  • Cts hold-fix bufs: 0
  • H-tree levels: 1
  • Sink Count: 8

Synth
  • EDFF count, synth: 0
  • Cells in synth_stat.txt: 100
  • Registers, synthesis: 8
  • Synth Instances: ~100
  • Yosys stat chip area: slightly below 900 um^2
  • Post-synth top area cell: dfxtp_1
  • Cell Type Count: 41
  • Area share, top type: 18.0%
  • Mapped Area: 888 um^2
  • Fraction of registers with async set/reset: 0%
  • Syn avg cell area: approximately 9 um^2
  • Post-synthesis sequential area ratio: 18.0%
  • Main area contributors: dfxtp_1 18%, mux4_1 12%, mux2i_1 9.0%, mux2_2 5.1%, mux4_2 5.1%
  • Most common reg cell: dfxtp_1
  • Synth Warn #: 2

GRT
  • Vias in the first global route: 1014
  • Largest net degree at the start of global routing: 19
  • Remaining global-route overflow: 0
  • First-pass GRT wire length: about 5100 um
  • Global Route Usage Sum: around 7%
  • Antenna violations before repair: 0

Placed design
  • Gp weighted congestion: 0.895
  • Port bufs: 24
  • Half-perimeter wire length after placement: 2420 um
  • Area after DPL: ~1200 um^2

Pwr
  • Pwr Total: 0.389 mW
  • IR drop worst, VDD: ~0.00014 V
  • Leak pwr: 0.433 nW
  • Power per cell area: 316 nW/um^2

Final layout
  • Most frequent logic cell in the layout: clkdlybuf4s50_1
  • Layout fillers: 584
  • Max reg flops: 8
  • Fraction of layout cells with a size suffix above 1: approximately 11%
  • Most numerous logic cells after layout: 24 x clkdlybuf4s50_1, 9 x nand2_1, 8 x mux2i_1, 8 x dfxtp_1, 6 x a21oi_1
  • Biggest regs: reg_current: 8 flops
  • Largest Register: reg_current
  • Area grow syn2layout: 38.5%
  • Cell area after layout: 1230 um^2

Worst setup path
  • Crit path DRT: about 3.0 ns
  • Kind of end point of the critical path: flop
  • WP data arrival: 2.49 ns
  • Critical Path Fanout Max: 12
  • Critical Path Source Type: primary input
  • CP Class: primary input to flop

Floorplan
  • Die area: 8840 um^2
  • Fp_density: about 17%
  • I/O pin total: 25
  • Die Y-Extent: 94 um
  • Die W: about 94 um
  • Core outline area: 5200 um^2
  • Number of core rows: 26

Routing
  • DRC: 0
  • Antenna-violating nets left: 0
  • 1st-iter DRT viols: approximately 150
  • Drt total wl: 3130 um
  • DRT Pass-1 Iters: 5
  • Via count of the routed design: approximately 960
  • WL per Instance: 16.2 um
  • Routed vias/inst: 4.97
  • # diodes: 0

Hold path
  • Hold path cells: 3
  • Worst hold path class: primary input to flop

Flow run
  • Max Cap Violations: 0
  • Tool warnings: 25
routing by layer:
layer,global-route usage (%),part of all wire (%),vias up,wire [um]
met1,10.0,44,443,1390
met3,3.63,16,2,487
met4,0.506,0.064,0,2
li1,-,-,442,-
met2,10.2,40,72,1250
met5,0,0,-,0
worst paths after layout:
| path | startpoint | endpoint |
|---|---|---|
| max | shamt[0] | reg_current[4] |
| min | a[0] | reg_current[0] |
synthesized netlist by cell type (3+ instances only):
cell,instances
a21oi_1,6
nor2_1,4
nor3_1,4
mux2i_1,8
nand3_1,3
mux4_1,4
nor2b_1,3
dfxtp_1,8
nand2_1,9
mux2_2,4
nand2b_1,3
o21ai_0,4
through the flow:
| step | util (%) | std cells | setup WS (ns) |
|---|---|---|---|
| 2_1_floorplan | - | 100 | 1.14 |
| 3_3_place_gp | 22.8 | 190 | 0.325 |
| 3_5_place_dp | 22.8 | 190 | 0.311 |
| 4_1_cts | 23.6 | 193 | 0.545 |
| 5_1_grt | 23.6 | 193 | 0.447 |
| 6_report | 23.6 | 193 | 0.529 |
critical path, stage by stage:
cell and delay [ns]:
clkdlybuf4s50_1 0.75, buf_4 0.29, mux2i_1 0.28, mux4_2 0.28, o21ai_1 0.06, a32o_1 0.25
logic make-up after synthesis:
family | Yosys count | synth area share, %
multiplexers | 18 | 31.0
buffers and inverters | 10 | 7.32
AND-OR/OR-AND | 31 | 24.1
AND/OR/NAND/NOR | 33 | 19.6
flip-flops | 8 | 18.0
final cells by class:
type | count | area (um^2) | share of cell area, %
tap | 70 | 87.6 | 7.12
sequential | 8 | 160 | 13.0
timing repair buffer | 28 | 270 | 22.0
inverter | 2 | 7.51 | 0.610
multi-input combinational | 82 | 663 | 53.9
clock buffer | 3 | 41.3 | 3.36
power by group:
part	internal (mW)	total, mW	switching (mW)
clock	0.0900	0.135	0.0450
sequential	0.116	0.118	0.00176
combinational	0.0708	0.136	0.0648
Power is estimated from default activity; no workload was simulated.
